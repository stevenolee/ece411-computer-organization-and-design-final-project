[flow/config.mk]
export PLATFORM = sky130hd
export DESIGN_NAME = cacheline_adaptor
export DESIGN_NICKNAME = cacheline_adaptor
export VERILOG_FILES = /design/flow/design.v
export SDC_FILE = /design/flow/constraint.sdc
export NUM_CORES = 4
export LEC_CHECK = 1
export CORE_AREA = 10 10 308 308
export DIE_AREA = 0 0 318 318
[flow/constraint.sdc]
current_design cacheline_adaptor

set clk_period 2.9
set clk_io_pct 0.2

create_clock -name clk0 -period $clk_period [get_ports {clk}]

set non_clock_inputs [all_inputs -no_clocks]
set_input_delay [expr $clk_period * $clk_io_pct] -clock clk0 $non_clock_inputs
set_output_delay [expr $clk_period * $clk_io_pct] -clock clk0 [all_outputs]
[flow/design.v]
package pcmux;
typedef enum bit [1:0] {
    pc_plus4  = 2'b00
    ,alu_out  = 2'b01
    ,alu_mod2 = 2'b10
} pcmux_sel_t;
endpackage
package marmux;
typedef enum bit {
    pc_out = 1'b0
    ,alu_out = 1'b1
} marmux_sel_t;
endpackage
package cmpmux;
typedef enum bit {
    rs2_out = 1'b0
    ,i_imm = 1'b1
} cmpmux_sel_t;
endpackage
package alumux;
typedef enum bit {
    rs1_out = 1'b0
    ,pc_out = 1'b1
} alumux1_sel_t;
typedef enum bit [2:0] {
    i_imm    = 3'b000
    ,u_imm   = 3'b001
    ,b_imm   = 3'b010
    ,s_imm   = 3'b011
    ,j_imm   = 3'b100
    ,rs2_out = 3'b101
} alumux2_sel_t;
endpackage
package regfilemux;
typedef enum bit [3:0] {
    alu_out   = 4'b0000
    ,br_en    = 4'b0001
    ,u_imm    = 4'b0010
    ,lw       = 4'b0011
    ,pc_plus4 = 4'b0100
    ,lb        = 4'b0101
    ,lbu       = 4'b0110   
    ,lh        = 4'b0111
    ,lhu       = 4'b1000   
} regfilemux_sel_t;
endpackage
interface rvfi_itf(input clk, input rst);
    logic halt;
    logic commit;
    logic [63:0] order;
    logic [31:0] inst;
    logic trap;
    logic [4:0] rs1_addr;
    logic [4:0] rs2_addr;
    logic [31:0] rs1_rdata;
    logic [31:0] rs2_rdata;
    logic load_regfile;
    logic [4:0] rd_addr;
    logic [31:0] rd_wdata;
    logic [31:0] pc_rdata;
    logic [31:0] pc_wdata;
    logic [31:0] mem_addr;
    logic [3:0] mem_rmask;
    logic [3:0] mem_wmask;
    logic [31:0] mem_rdata;
    logic [31:0] mem_wdata;
    logic [15:0] errcode;
endinterface
module cacheline_adaptor
(
    input clk,
    input reset,
    input logic [255:0] line_i,
    output logic [255:0] line_o,
    input logic [31:0] address_i,
    input read_i,
    input write_i,
    output logic resp_o,
    input resp_i,
    input logic [63:0] burst_i,
    output logic [63:0] burst_o,
    output logic [31:0] address_o,
    output logic read_o,
    output logic write_o
);
logic [255:0] read_out, next_read_out;
enum int unsigned {
    IDLE,
	READ0, 
	READ1, 
	READ2,  
	READ3, 
	READ4, 
	WRITE0,
	WRITE1,
	WRITE2,
	WRITE3,
	WRITE4
} state, next;
always_ff @(posedge clk, posedge reset) begin
	if (reset) begin
        state <= IDLE;
		read_out <= 256'b0;
	end
	else begin
		state <= next;
		read_out <= next_read_out;
	end
end
assign line_o = read_out;
always_comb begin
	if(reset) begin
		read_o = 0;
		write_o = 0;
		address_o = 0;
		burst_o = 0;
		resp_o = 0;
		next = IDLE;
	end
	read_o = 1'b0;
	write_o = 1'b0;
	address_o = address_i;
	burst_o = 0;
	resp_o = 0;
	next = state;
	next_read_out = read_out;
	case(state)
		IDLE :	begin
            resp_o = 1'b0;
            write_o = 1'b0;
            if(read_i) begin
                read_o = 1'b1;
                next = READ0;
                address_o = address_i;
            end
            else if(write_i) begin
                next = WRITE0;
                address_o = address_i;
                write_o = 1'b0;
            end
            else
                next = IDLE;
        end
		READ0 :	begin
            if(resp_i) begin
                read_o = 1'b1;
                next_read_out[63:0] = burst_i;
                next = READ1;
            end
            else begin
                next = READ0;
                read_o = 1'b1;
            end
        end
		READ1 :	begin
            if(resp_i) begin
                read_o = 1'b1;
                next_read_out[127:64] = burst_i;
                next = READ2;
            end
            else begin
                next = READ1;
                read_o = 1'b1;
            end
        end
		READ2 :	begin
            if(resp_i) begin
                read_o = 1'b1;
                next_read_out[191:128] = burst_i;
                next = READ3;
            end
            else begin
                next = READ2;
                read_o = 1'b1;
            end
        end
		READ3 :	begin
            if(resp_i) begin
                read_o = 1'b1;
                next_read_out[255:192] = burst_i;
                next = READ4;
            end
            else begin
                next = READ3;
                read_o = 1'b1;
            end
        end
		READ4 :	begin
            if(!resp_i) begin
                next = IDLE;
                read_o = 1'b0;
                resp_o = 1'b1;
            end
        end
		WRITE0: begin
            write_o = 1'b1;
            burst_o = line_i[63:0];
            if(resp_i)
                next = WRITE1;
            else
                next = WRITE0;
        end
		WRITE1: begin
            write_o = 1'b1;
            burst_o = line_i[127:64];
            if(resp_i) begin
                next = WRITE2;
            end
            else begin
                next = WRITE1;
            end
        end
		WRITE2: begin
            write_o = 1'b1;
            burst_o = line_i[191:128];
            if(resp_i) begin
                next = WRITE3;
            end
            else begin
                next = WRITE2;
            end
        end
		WRITE3: begin
            write_o = 1'b1;
            burst_o = line_i[255:192];
            if(resp_i) begin
                next = WRITE4;
            end
            else begin
                next = WRITE3;
            end
		end
		WRITE4: begin
            if(!resp_i) begin
                next = IDLE;
                write_o = 1'b0;
                resp_o = 1'b1;
            end
        end
		default: begin
			next = IDLE;
		end
	endcase
end
endmodule : cacheline_adaptor
[flow/run.sh]
#!/bin/bash
# OpenROAD 26Q1-2900-gdf79404cd8, Yosys 0.63+post, stock flow scripts
make -C /OpenROAD-flow-scripts/flow DESIGN_CONFIG=/design/flow/config.mk WORK_HOME=/design/flow/orfs finish
==> flow_metrics.env <==
# implementation run metrics
export IMPL_status="finished clean"
export IMPL_hold_ws_ns=0.253
export IMPL_hold_class="in2async"
export IMPL_place_area_um2=19800
export IMPL_synth_distinct_cells=20
export IMPL_yosysTopAreaCell="dfrtp_1"
export IMPL_cts_tree="done"
export IMPL_cts_max_level=1
export IMPL_cp_slowest_cell="dfrtp_2"
export IMPL_grt_ovfl_total=0
export IMPL_clk_pin_slew_ns=0.06
export IMPL_p_leak_nw=8.86
export IMPL_die_width_um=318
export IMPL_rows=109
export IMPL_postSynthCellCount=833
export IMPL_pwr_share_comb=0.423
export IMPL_final_common_cell="clkdlybuf4s50_1"
export IMPL_cp_max_fo=64
export IMPL_coreArea_um2=88200
export IMPL_clock_skew_ns=0.0290
export IMPL_final_core_util=0.237
export IMPL_slew_viol_final=0
export IMPL_area_delta_synth_final_pct=72.6
export IMPL_lay_top_cells="clkdlybuf4s50_1, dfrtp_1, mux2_4"
export IMPL_drt_pass1_iterations=6
export IMPL_post_route_drc_count=0
export IMPL_switchingPower_w=0.00465
export IMPL_power_frac_seq=0.361
export IMPL_period_minus_slack_ns=2.89
export IMPL_place_inst=2579
export IMPL_p_per_area_nw_per_um2=886
export IMPL_vias=9555
export IMPL_yosysTopAreaCellShare=0.550
export IMPL_path_cells="buf_12, a22oi_1, nand2_1, clkdlybuf4s50_1"
export IMPL_crit_type="reg2out"
export IMPL_required_ns=2.32
export IMPL_finalCritPeriodShare=0.997
export IMPL_postSynthSeqShare=0.552
export IMPL_relSlewSlack=0.666
export IMPL_cts_root_buffer_cell="clkbuf_16"
export IMPL_tool_warnings=26
export IMPL_rrSetupSlack_ns=1.36
export IMPL_synth_area_um2=12100
export IMPL_synth_flops=267
export IMPL_clock_path_buffers=3
export IMPL_die_h_um=318
export IMPL_p_int_w=0.0139
export IMPL_design_area_um2=20900
export IMPL_antenna_found_initial=9
export IMPL_io_buffers=647
export IMPL_insertion_delay_ns=0.61
export IMPL_end_kind="output port"
export IMPL_maxCapViolations=0
export IMPL_crit_buf_inv=2
export IMPL_ioPinCount=712
export IMPL_cts_sinks=267
export IMPL_worst_slew_pin_transition_ns=0.499
export IMPL_drive_gt1_frac=0.233
export IMPL_ys_warnings_count=1
export IMPL_ys_area_um2=12100
export IMPL_grt_pass1_vias=10400
export IMPL_final_hold_viol_count=0
export IMPL_wirelength_um=54300
export IMPL_dpl_hpwl_um=42100
export IMPL_synth_stat_cells=833
export IMPL_viasPerCell=3.62
export IMPL_avgSynthCellArea_um2=14.5
export IMPL_slowest_delay_ns=0.46
export IMPL_logic_area_um2=4820
export IMPL_gp_routability_congestion=0.918
export IMPL_cts_hold_buf=0
export IMPL_drtAntennaViolNets=0
export IMPL_drt_iter0_markers=534
export IMPL_nFillCells=9097
export IMPL_synthTopCellsByArea="dfrtp_1, mux2_4, mux2_2, a22oi_1, buf_4"
export IMPL_stdcell_count=2637
export IMPL_max_freq_ghz=0.346
export IMPL_ir_drop_mv=0.625
export IMPL_critPathTopFamily="buffers and inverters"
export IMPL_netSwitchingFraction=0.251
export IMPL_grt_max_degree=67
export IMPL_wl_per_cell_um=20.6
export IMPL_cts_buffers=30
export IMPL_clkPwrFrac=0.216
export IMPL_finalSetupViolations=0
export IMPL_seq_area_um2=6690
export IMPL_start_kind="flop"
export IMPL_initial_core_util=0.137
export IMPL_grt_use_total=0.103
export IMPL_crit_arrival_ns=2.31
export IMPL_grt_pass1_wl_um=77800
export IMPL_die_area_um2=101000
==> area by class of cell <==
| class | count | share of cell area |
|---|---|---|
| Antenna cell | 1 | 0.000120 |
| Sequential cell | 267 | 0.320 |
| Tap cell | 1165 | 0.0698 |
| Clock inverter | 11 | 0.00880 |
| Multi-Input combinational cell | 470 | 0.230 |
| Clock buffer | 45 | 0.0410 |
| Timing Repair Buffer | 671 | 0.328 |
| Inverter | 7 | 0.00144 |
==> kinds of logic (layout without fill, tap and decap cells) <==
group	after synthesis	after routing	share of synthesized area
compound gates	136	136	0.0833
other cells	0	1	0
flops	267	267	0.552
buf+inv	96	734	0.0541
simple gates	75	75	0.0242
mux	259	259	0.286
==> metal layers <==
metal  GRT usage  vias to the layer above  wire length [um]
li1            -                     4227                 -
met1       0.123                     4751             20900
met2       0.172                      496             26100
met3      0.0486                       69              6180
met4      0.0170                       12              1060
met5           0                        -                80
==> repair_timing <==
action	CTS	global route
gates resized	3	3
endpoints found under the setup margin	53	3
buffers inserted	1	0
==> stage by stage <==
| stage | power [W] | setup TNS (ns) | worst slack, ns |
|---|---|---|---|
| after floorplan | 0.00882 | -320.71 | -1.20 |
| after global placement | 0.0146 | 0 | 0.322 |
| after detailed placement | 0.0146 | 0 | 0.344 |
| after CTS | 0.0189 | 0 | 0.0172 |
| after global routing | 0.0196 | -0.000524 | -0.000524 |
| final | 0.0185 | 0 | 0.00808 |
==> Yosys cell counts, drive strengths merged <==
cell type  instances
inv                7
clkbuf            10
nor2               2
mux2             259
or4                1
o21a               2
a22oi            128
nand2b             1
dfrtp            266
dfstp              1
o22ai              2
o21ai              4
buf               79
nor4               1
nand2             70
==> power by group through the flow <==
| stage | registers [W] | logic, W | clock network [W] |
|---|---|---|---|
| 6_report | 0.00668 | 0.00784 | 0.00400 |
| 5_1_grt | 0.00692 | 0.00842 | 0.00429 |
| 4_1_cts | 0.00669 | 0.00803 | 0.00414 |
==> worst paths after layout <==
path,cells past startpoint,end,startpoint
worst max-delay path,4,burst_o[4],flop
worst min-delay path,2,read_out[114],reset
worst max register to register,3,read_out[77],flop
worst min register to register,1,state[8],state[8]
max in group asynchronous,4,read_out[26],reset
min in group clk0,1,state[8],state[8]
==> state kept, by name, summed over array words and instances (netlist names), named ones only <==
| name | cells |
|---|---|
| read_out | 256 |
| state | 5 |
Power and IR drop assume default switching activity.
