==> /design/flow/design.v <==
package pcmux;
typedef enum bit [1:0] {
    pc_plus4  = 2'b00
    ,alu_out  = 2'b01
    ,alu_mod2 = 2'b10
} pcmux_sel_t;
endpackage
package marmux;
typedef enum bit {
    pc_out = 1'b0
    ,alu_out = 1'b1
} marmux_sel_t;
endpackage
package cmpmux;
typedef enum bit {
    rs2_out = 1'b0
    ,i_imm = 1'b1
} cmpmux_sel_t;
endpackage
package alumux;
typedef enum bit {
    rs1_out = 1'b0
    ,pc_out = 1'b1
} alumux1_sel_t;
typedef enum bit [2:0] {
    i_imm    = 3'b000
    ,u_imm   = 3'b001
    ,b_imm   = 3'b010
    ,s_imm   = 3'b011
    ,j_imm   = 3'b100
    ,rs2_out = 3'b101
} alumux2_sel_t;
endpackage
package regfilemux;
typedef enum bit [3:0] {
    alu_out   = 4'b0000
    ,br_en    = 4'b0001
    ,u_imm    = 4'b0010
    ,lw       = 4'b0011
    ,pc_plus4 = 4'b0100
    ,lb        = 4'b0101
    ,lbu       = 4'b0110   
    ,lh        = 4'b0111
    ,lhu       = 4'b1000   
} regfilemux_sel_t;
endpackage
interface rvfi_itf(input clk, input rst);
    logic halt;
    logic commit;
    logic [63:0] order;
    logic [31:0] inst;
    logic trap;
    logic [4:0] rs1_addr;
    logic [4:0] rs2_addr;
    logic [31:0] rs1_rdata;
    logic [31:0] rs2_rdata;
    logic load_regfile;
    logic [4:0] rd_addr;
    logic [31:0] rd_wdata;
    logic [31:0] pc_rdata;
    logic [31:0] pc_wdata;
    logic [31:0] mem_addr;
    logic [3:0] mem_rmask;
    logic [3:0] mem_wmask;
    logic [31:0] mem_rdata;
    logic [31:0] mem_wdata;
    logic [15:0] errcode;
endinterface
module regfile
(
    input clk,
    input rst,
    input load,
    input [31:0] in,
    input [4:0] src_a, src_b, dest,
    output logic [31:0] reg_a, reg_b
);
logic [31:0] data [32];
always_ff @(posedge clk)
begin
    if (rst)
    begin
        for (int i=0; i<32; i=i+1) begin
            data[i] <= '0;
        end
    end
    else if (load && dest)
    begin
        data[dest] <= in;
    end
end
always_comb
begin
    reg_a = src_a ? data[src_a] : 0;
    reg_b = src_b ? data[src_b] : 0;
end
endmodule : regfile
==> /design/flow/run.sh <==
#!/bin/bash
# OpenROAD 26Q1-2900-gdf79404cd8, Yosys 0.63+post, stock flow scripts
make -C /OpenROAD-flow-scripts/flow DESIGN_CONFIG=/design/flow/config.mk WORK_HOME=/design/flow/orfs finish
==> /design/flow/config.mk <==
export PLATFORM = sky130hd
export DESIGN_NAME = regfile
export DESIGN_NICKNAME = regfile
export VERILOG_FILES = /design/flow/design.v
export SDC_FILE = /design/flow/constraint.sdc
export NUM_CORES = 4
export LEC_CHECK = 1
export CORE_UTILIZATION = 30
==> /design/flow/constraint.sdc <==
current_design regfile

set clk_period 19.7
set clk_io_pct 0.2

create_clock -name clk0 -period $clk_period [get_ports {clk}]

set non_clock_inputs [all_inputs -no_clocks]
set_input_delay [expr $clk_period * $clk_io_pct] -clock clk0 $non_clock_inputs
set_output_delay [expr $clk_period * $clk_io_pct] -clock clk0 [all_outputs]
==> run notes <==
Implementation numbers.

- The flip-flop count of the largest register, all copies and words added is 1024.
- The CTS tree is built.
- For reference, the critical path is captured by reg_b[20].
- The final worst-path cycle share is 61.6%.
- The launch point of the worst min-delay path is recorded as rst.
- Looking at the power breakdown, sequential logic takes 49.6% of the total.
- According to the floorplan report, the placeable core area is 179000 sq um.
- The count of cells resized by post-cts repair is 0.
- The critical path data required time reads 15760 ps.
- Per the finish-stage timing summary, setup violations number 0.
- After clock tree synthesis, the flow added hold-fix buffers numbering 0.
- The synthesis report lists the most area-consuming cells as sky130_fd_sc_hd__edfxtp_1 57%, sky130_fd_sc_hd__mux4_2 20%, sky130_fd_sc_hd__and2_1 11%.
- In this run the number of H-tree levels came out at 3.
- The fraction of the yosys area taken by sequential cells reads 56.7%.
- The count of final hold-check violations is 0.
- The flow ran to the end, and the final reports show no timing, DRC or antenna violations.
- Once the clock tree was built, the setup fixing pass inserted 0 buffers.
- The clock network fraction of design power reads 37.7%.
- The type of the setup path with the least slack is in2out.
- For the pin with the worst max-slew slack, the measured transition is 1160 ps.
- The worst setup slack after placement reads 7560 ps.
- The post-synth tally of flip-flops with integrated enable reads 1024.
- The highest fanout seen on the critical path reads 55.
- The number of global-route vias before repair reads 36000.
- The via count is 33000.
- The class of the tightest hold or removal check reads in2reg.
- The post-route setup TNS reads 0 ps.
- The count of buffers inserted at the top-level ports is 113.
- Setup repair after global routing left no endpoint under its margin.
- For reference, the critical path is launched at src_b[0].
- In the synthesized netlist the async set-or-reset flop fraction comes to 0%.
- The number of instances in the synthesized netlist is 3502.
- The cell row count is 155.
- Total global-route track usage over all layers is 22.5%.
- The power share of the combinational group is 12.7%.
- The register containing the most flip-flops in the final layout reads data.
- The global route total overflow reads 0.
- The first global-routing pass estimated 269000 microns of wire.
- The half-perimeter wire length after detailed placement is 113000 microns.
- The count of boundary I/O pins is 114.
- The registers reported with the highest flop counts are data (1024).
- The clock root buffer master reads sky130_fd_sc_hd__clkbuf_16.
- The average cell area after synthesis reads 15.5 sq um.
- The cell-internal power is 0.00390 W.
- The floorplan die height reads 427 microns.
- The script logs the mean routed wire length per placed instance as 31.9 microns.
- In the log, the iteration count for the first detailed-route pass is 7.
- Post-synth the commonest register cell is sky130_fd_sc_hd__edfxtp_1.
- The number of antenna violations at the first check in global routing came to 12.
- The via-per-instance ratio reads 5.49.
- The width of the die is 427 microns.
- The count of tool warnings reads 26.
- The arrival time of the worst setup path is 8200 ps.
- The count of state elements after synthesis is 1024.
- The tightest slew margin relative to the limit is 22.8%.
- The worst hold margin is 3970 ps.
- The layout summary lists the proportion of cells stronger than drive strength 1 as 24.9%.
- The worst setup path is launched from an input port.
- Summing every instance area after synthesis gives 54200 sq um.
- After synthesis, the design contains 3502 cells according to Yosys.
- The synthesis-to-layout area growth reads 13.6%.
- The design draws 0.00519 W.
- The number of nets with antenna violations after detailed routing is 0.
- The maximum root-to-sink buffer count reads 3.
- The kind of capture point of the worst setup path is an output port.
- The number of max-slew violations in the final report is 0.
- The tool flagged a number of max-cap violations equal to 0.
- The number of sinks on the clock net is 1024.
- The clock edge transition at the registers on the reported setup and hold paths is 60 ps.
- The share of Yosys cell area claimed by the top area cell type is 56.7%.
- The switching power is 0.00130 W.
- Power spread over the standard cell area amounts to 84.3 nW/um^2.
- Per the gpl log, the routability congestion estimate is 0.918.
- The DRC violation count after routing reads 0.
- The cell count after placement is 5796.
- The worst setup margin is 7560 ps.
- The worst voltage drop across the vdd grid reads 0.0000578 V.
- The routed design could run at a clock period as short as 12140 ps.
- The total die size reads 182000 sq um.
- The switching share of power reads 25.0%.
- The synthesis report lists the Yosys warning total as 1.
- The total wire length after detailed routing reads 192000 microns.
- The final non-filler cell total reads 6002.
- The maximum clock frequency is 82.4 MHz.
- The number of CTS-inserted buffers reads 108.
- The detailed router's first-iteration violation count is 2300.
- Before placement the cells fill 30.3% of the core.
- The yosys-reported design area after synthesis is 54200 sq um.
- The library cell with the largest summed area after synthesis reads sky130_fd_sc_hd__edfxtp_1.
- The standby leakage power is 20.7 nW.
- Entering global routing, the biggest net connects 76 pins.
- The post-synthesis cell type count reads 42.
worst max-delay path, cell delays in order:
cell and delay, ps:
sky130_fd_sc_hd__buf_8 500, sky130_fd_sc_hd__buf_4 660, sky130_fd_sc_hd__buf_4 570, sky130_fd_sc_hd__mux4_2 570, sky130_fd_sc_hd__a22o_1 250, sky130_fd_sc_hd__a2111oi_1 890, sky130_fd_sc_hd__nor3_1 240, sky130_fd_sc_hd__clkdlybuf4s50_1 470
cells by family after synthesis:
group / count (synthesis) / share of synthesized area (%)
and+or+nand+nor: 1177 / 13.3
DFF: 1024 / 56.7
muxes: 652 / 23.0
buffers and inverters: 389 / 3.32
AOI/OAI and AO/OA: 259 / 3.65
other: 1 / 0.00691
cell usage after synthesis, types with 3 or more instances:
| library cell | n |
|---|---|
| sky130_fd_sc_hd__a2111oi_0 | 14 |
| sky130_fd_sc_hd__a2111oi_1 | 41 |
| sky130_fd_sc_hd__a211oi_1 | 7 |
| sky130_fd_sc_hd__a21oi_1 | 12 |
| sky130_fd_sc_hd__a221oi_1 | 4 |
| sky130_fd_sc_hd__a22o_1 | 51 |
| sky130_fd_sc_hd__a22oi_1 | 16 |
| sky130_fd_sc_hd__a32o_1 | 4 |
| sky130_fd_sc_hd__and2_1 | 995 |
| sky130_fd_sc_hd__and3_1 | 3 |
| sky130_fd_sc_hd__buf_1 | 19 |
| sky130_fd_sc_hd__buf_2 | 42 |
| sky130_fd_sc_hd__buf_4 | 32 |
| sky130_fd_sc_hd__buf_6 | 22 |
| sky130_fd_sc_hd__clkbuf_1 | 272 |
| sky130_fd_sc_hd__edfxtp_1 | 1024 |
| sky130_fd_sc_hd__mux2_2 | 30 |
| sky130_fd_sc_hd__mux2i_1 | 150 |
| sky130_fd_sc_hd__mux4_2 | 472 |
| sky130_fd_sc_hd__nand2_1 | 7 |
| sky130_fd_sc_hd__nand2b_1 | 5 |
| sky130_fd_sc_hd__nand3_1 | 5 |
| sky130_fd_sc_hd__nand3b_1 | 5 |
| sky130_fd_sc_hd__nor2_1 | 36 |
| sky130_fd_sc_hd__nor2b_1 | 14 |
| sky130_fd_sc_hd__nor3_1 | 54 |
| sky130_fd_sc_hd__nor4_1 | 6 |
| sky130_fd_sc_hd__o21ai_0 | 4 |
| sky130_fd_sc_hd__o22ai_1 | 103 |
| sky130_fd_sc_hd__or2_2 | 33 |
| sky130_fd_sc_hd__or3b_2 | 4 |
metal layers:
layer  vias up  share of wire [%]  wire (microns)  GRT usage, %
met5         -              0.040              77         0.847
met4         4                4.9            9470          8.86
met3       448                 17           32800          17.0
met2      2582                 46           88000          33.1
met1     16200                 32           61300          24.5
li1      13700                  -               -             -
area by class of cell:
type,instances,area (sq um)
fillers,16600,117000
flip-flops and latches,1024,30700
multi-input cells,2120,22100
well taps,2355,2950
clock buffers,142,2850
repair buffers,295,2530
clock inverters,57,423
diodes,7,17.5
inverters,2,7.51
power by group through the flow:
stage         clock network, W  registers (W)  logic (W)
finish                 0.00196        0.00258   0.000659
global route           0.00205        0.00259   0.000690
CTS                    0.00198        0.00258   0.000660
worst min-delay path by stage:
stage | endpoint | slack (ps) | depth (start not counted)
4_1_cts | data[0][13] | 3910 | 2
6_report | data[0][17] | 3970 | 2
5_1_grt | data[0][13] | 3950 | 2
metrics by stage:
step                      instance area, sq um  util, %
after detailed placement                 58300     32.6
after global placement                   58300     32.6
after global routing                     61600     34.4
after floorplan                          54300        -
final                                    61600     34.4
after CTS                                61600     34.4
cell usage in the layout, fill, tap and decap left out, drive strengths merged, types with 16 or more instances in the layout:
cell              n
a2111oi          55
or2              33
and2            995
clkbuf          143
edfxtp         1024
mux4            472
clkdlybuf4s50   103
mux2             30
a22oi            16
mux2i           150
o22ai           103
nor2             36
nor3             54
buf             190
a22o             51
conb             32
clkinv           45
No activity file was given, so power comes from the tool's default toggle rates.
