==> flow/design.v <==
package pcmux;
typedef enum bit [1:0] {
    pc_plus4  = 2'b00
    ,alu_out  = 2'b01
    ,alu_mod2 = 2'b10
} pcmux_sel_t;
endpackage
package marmux;
typedef enum bit {
    pc_out = 1'b0
    ,alu_out = 1'b1
} marmux_sel_t;
endpackage
package cmpmux;
typedef enum bit {
    rs2_out = 1'b0
    ,i_imm = 1'b1
} cmpmux_sel_t;
endpackage
package alumux;
typedef enum bit {
    rs1_out = 1'b0
    ,pc_out = 1'b1
} alumux1_sel_t;
typedef enum bit [2:0] {
    i_imm    = 3'b000
    ,u_imm   = 3'b001
    ,b_imm   = 3'b010
    ,s_imm   = 3'b011
    ,j_imm   = 3'b100
    ,rs2_out = 3'b101
} alumux2_sel_t;
endpackage
package regfilemux;
typedef enum bit [3:0] {
    alu_out   = 4'b0000
    ,br_en    = 4'b0001
    ,u_imm    = 4'b0010
    ,lw       = 4'b0011
    ,pc_plus4 = 4'b0100
    ,lb        = 4'b0101
    ,lbu       = 4'b0110   
    ,lh        = 4'b0111
    ,lhu       = 4'b1000   
} regfilemux_sel_t;
endpackage
interface rvfi_itf(input clk, input rst);
    logic halt;
    logic commit;
    logic [63:0] order;
    logic [31:0] inst;
    logic trap;
    logic [4:0] rs1_addr;
    logic [4:0] rs2_addr;
    logic [31:0] rs1_rdata;
    logic [31:0] rs2_rdata;
    logic load_regfile;
    logic [4:0] rd_addr;
    logic [31:0] rd_wdata;
    logic [31:0] pc_rdata;
    logic [31:0] pc_wdata;
    logic [31:0] mem_addr;
    logic [3:0] mem_rmask;
    logic [3:0] mem_wmask;
    logic [31:0] mem_rdata;
    logic [31:0] mem_wdata;
    logic [15:0] errcode;
endinterface
module arbiter
(
    input clk,
    input reset_n,
	input d_read_i,
    input d_write_i,
    input logic [255:0] d_line_i,
    input logic [31:0] d_address,
    output logic d_resp_o,
	output logic [255:0] d_line_o,
	input i_read_i,
	input logic [31:0] i_address,
    output logic [255:0] i_line_o,
    output logic i_resp_o,
	input resp_i,
    input logic [63:0] burst_i,
    output logic [63:0] burst_o,
    output logic [31:0] address_o,
    output logic read_o,
    output logic write_o,
    output logic stall
);
logic [255:0] read_out, next_read_out;
enum int unsigned {
    IDLE,
	READ0, 
	READ1, 
	READ2,  
	READ3, 
	READ4, 
	WRITE0,
	WRITE1,
	WRITE2,
	WRITE3,
	WRITE4
} state, next;
always_ff @(posedge clk, posedge reset_n) begin
	if (reset_n) begin
        state <= IDLE;
		read_out <= 256'b0;
	end
	else begin
		state <= next;
		read_out <= next_read_out;
	end
end
always_comb begin
	if(reset_n) begin
		read_o = 0;
		write_o = 0;
		address_o = 0;
		burst_o = 0;
        d_resp_o = 0;
        i_resp_o = 0;
	end
	read_o = 1'b0;
	write_o = 1'b0;
	address_o = i_address;
	burst_o = 0;
	d_resp_o = 0;
	i_resp_o = 0;
    stall = 0;
	next_read_out = read_out;
	i_line_o = read_out;
	d_line_o = read_out;
	case(state)
		IDLE :	begin
				if(d_read_i) begin
					stall = 1'b1;
					address_o = d_address;
					read_o = 1'b1;
				end
				else if(d_write_i) begin
					stall = 1'b1;
					address_o = d_address;
					write_o = 1'b0;
				end
				else if(i_read_i) begin
					stall = 1'b1;
					address_o = i_address;
					read_o = 1'b1;
				end
			end
		READ0 :	begin
                    stall = 1'b1;
					read_o = 1'b1;
					if(d_read_i)
						address_o = d_address;
					if(resp_i) begin
						next_read_out[63:0] = burst_i;
					end
				end
		READ1 :	begin
                    stall = 1'b1;
					read_o = 1'b1;
					if(d_read_i)
						address_o = d_address;
					if(resp_i) begin
						next_read_out[127:64] = burst_i;
					end
				end
		READ2 :	begin
                    stall = 1'b1;
					read_o = 1'b1;
					if(d_read_i)
						address_o = d_address;
					if(resp_i) begin
						next_read_out[191:128] = burst_i;
					end
				end
		READ3 :	begin
					stall = 1'b1;
					read_o = 1'b1;
					if(d_read_i)
						address_o = d_address;
					if(resp_i) begin
						next_read_out[255:192] = burst_i;
					end
				end
		READ4 :	begin
                    stall = 1'b1;
                    if(d_read_i) begin
						d_line_o = read_out;
                        d_resp_o = 1'b1;
					end
                    else if (i_read_i) begin
						i_line_o = read_out;
                        i_resp_o  = 1'b1;
					end
				end
		WRITE0: begin
                    stall = 1'b1;
					write_o = 1'b1;
					burst_o = d_line_i[63:0];
					address_o = d_address;
				end
		WRITE1: begin
                    stall = 1'b1;
					write_o = 1'b1;
					burst_o = d_line_i[127:64];
					address_o = d_address;
				end
		WRITE2: begin
                    stall = 1'b1;
					write_o = 1'b1;
					burst_o = d_line_i[191:128];
					address_o = d_address;
				end
		WRITE3: begin
                    stall = 1'b1;
					write_o = 1'b1;
					burst_o = d_line_i[255:192];
					address_o = d_address;
				end
		WRITE4: begin
                    stall = 1'b1;
					d_resp_o = 1'b1;
				end
		default: begin
		end
	endcase
end
always_comb 
begin: next_state_logic
	if(reset_n) begin
		next = IDLE;
	end
	next = state;
    case(state)
		IDLE :	begin
                if(d_write_i) begin
                    next = WRITE0;
                end
                else if(d_read_i) begin
                    next = READ0;
                end
                else if(i_read_i) begin
                    next = READ0;
                end
                else
                    next = IDLE;
            end
		READ0 :	begin
					if(resp_i) begin
						next = READ1;
					end
					else begin
						next = READ0;
					end
				end
		READ1 :	begin
					if(resp_i) begin
						next = READ2;
					end
					else begin
						next = READ1;
					end
				end
		READ2 :	begin
					if(resp_i) begin
						next = READ3;
					end
					else begin
						next = READ2;
					end
				end
		READ3 :	begin
					if(resp_i) begin
						next = READ4;
					end
					else begin
						next = READ3;
					end
				end
		READ4 :	begin
					next = IDLE;
				end
		WRITE0: begin
					if(resp_i)
						next = WRITE1;
					else
						next = WRITE0;
				end
		WRITE1: begin
					if(resp_i) begin
						next = WRITE2;
					end
					else begin
						next = WRITE1;
					end
				end
		WRITE2: begin
					if(resp_i) begin
						next = WRITE3;
					end
					else begin
						next = WRITE2;
					end
				end
		WRITE3: begin
					if(resp_i) begin
						next = WRITE4;
					end
					else begin
						next = WRITE3;
					end
				end
		WRITE4: begin
                    next = IDLE;
				end
		default: begin
			next = IDLE;
		end
	endcase
end
endmodule : arbiter
==> flow/run.sh <==
#!/bin/bash
# OpenROAD 26Q1-2900-gdf79404cd8, Yosys 0.63+post, stock flow scripts
make -C /OpenROAD-flow-scripts/flow DESIGN_CONFIG=/design/flow/config.mk WORK_HOME=/design/flow/orfs finish
==> flow/config.mk <==
export PLATFORM = sky130hd
export DESIGN_NAME = arbiter
export DESIGN_NICKNAME = arbiter
export VERILOG_FILES = /design/flow/design.v
export SDC_FILE = /design/flow/constraint.sdc
export NUM_CORES = 4
export LEC_CHECK = 1
export CORE_AREA = 10 10 387 387
export DIE_AREA = 0 0 397 397
==> flow/constraint.sdc <==
current_design arbiter

set clk_period 6.7
set clk_io_pct 0.2

create_clock -name clk0 -period $clk_period [get_ports {clk}]

set non_clock_inputs [all_inputs -no_clocks]
set_input_delay [expr $clk_period * $clk_io_pct] -clock clk0 $non_clock_inputs
set_output_delay [expr $clk_period * $clk_io_pct] -clock clk0 [all_outputs]
==> results.ini <==
[status]
status = complete, no violations

[cts]
clkSlewWorstSetupHoldPaths_ns = 0.06
cts_resized = 0
cts.sinks = 267
clk_latency_ns = 0.62
post-cts-setup-buffer-count = 0
postCtsHoldBufs = 0
numCtsBuffers = 31
h-tree-depth = 1
cts_root_buf = clkbuf_16
cts_max_path_buffers = 3
cts_tree = yes

[grt]
grt_first_pass_wirelength_um = 132000
grt_pass1_vias = 12900
grt-ovfl-total = 0
grtUsageMet1_pct = 15.6
grt_max_degree = 103
grt_util_all_layers_pct = 12.4
antenna_found_initial = 43
globalRoute.busiestLayer = met2
gr-usage-met3_pct = 4.67
met2_usage_pct = 21.0

[timing]
worst-slew-pin-transition_ns = 0.806
finalClockPeriodUsage_pct = 74.4
period_needed_ns = 4.99
finalClockSkew_ns = 0.0377
slew_viol_final = 0
max_freq_ghz = 0.201
hold_viol_final = 0
finalSetupViolations = 0
slew_headroom_pct = 46.2
finalSetupTns_ns = 0
holdWs_ns = 0.521
rsz0062_at_grt = no
worst_slack_ns = 1.71

[critical_path]
cp_top_family = buffers and inverters
crit_top_cell = clkdlybuf4s50_1
crit_arrival_ns = 3.65
ff2ff_setup_slack_ns = 4.66
slowest_delay_ns = 0.72
crit_required_ns = 5.36
crit_type = input pin to output port
cp-end-kind = output port
path_buffers = 2
r2r-end = read_out[238]
cp-startpoint = d_read_i
r2r_cells = 3
path_depth = 6
cp_cell_sequence = clkdlybuf4s50_1, nor2_4, nand2_1, a21boi_0, a221o_1, clkdlybuf4s50_1
endpoint = address_o[4]
crit_fanout = 32
cp_slowest_cell = nor2_4
start_kind = input pin

[floorplanning]
chipArea_um2 = 158000
fp.dieH_um = 397
coreArea_um2 = 141000
floorplan.core_util_pct = 9.97
rows = 138
fp.dieW_um = 397
io_pins = 1003

[routing]
drtIter0Drc = 689
wirelength_um = 102000
wire_per_inst_um = 26.4
drcViolationCount = 0
vias = 12500
drt.antenna.violating_nets = 0
vias_per_cell = 3.23
first_pass_iters = 5

[finish]
fill_cells = 15400
layout-drive-gt1-share_pct = 17.4
synthToLayoutAreaGrowth_pct = 81.2

[yosys]
synth-compound-area-share_pct = 11.3
syn_area_um2 = 14100
adder_share_pct = 0
yosys.area.top_type_share_pct = 47.2
yosys.area.top_type = dfrtp_1
yosysChipArea_um2 = 14100
yosysWarnings = 1
syn_inst = 1215
yosysSeqAreaShare_pct = 47.4
yosys.cell_types.count = 29
ys_sh_mux_pct = 20.7
logic_family = multiplexers
synthTopCellsByArea = dfrtp_1 (47%), mux2_2 (21%), buf_4 (14%)
synth_flop_count = 267
ys_cells = 1215
simple_gate_area_share_pct = 4.24
ys_sh_xor_pct = 0
syn_avg_cell_area_um2 = 11.6

[placed_design]
port-buffer-count = 1002
dp_worst_setup_slack_ns = 1.76
dpl.hpwl_um = 88800
globalplace.congestion = 0.921

[job]
log.warning_count = 29
drv_cap = 0

[power_and_ir_drop]
powerDensity_nw_per_um2 = 442
leakage_uw = 0.00975
peakVddDrop_mv = 0.242

[worst_hold_path]
min_path_cells = 2
hold_class = flop to flop

-- cell usage after synthesis --
| cell | number |
|---|---|
| o21ai_1 | 1 |
| nand2_1 | 135 |
| nand2b_1 | 1 |
| buf_2 | 30 |
| o21ai_0 | 5 |
| inv_1 | 9 |
| nor2_1 | 3 |
| mux2_2 | 259 |
| o22ai_2 | 1 |
| a221o_1 | 30 |
| buf_1 | 7 |
| a221o_2 | 2 |
| dfrtp_1 | 266 |
| a21o_1 | 1 |
| nor4_4 | 2 |
| o31ai_1 | 2 |
| nand4_1 | 1 |
| o22ai_1 | 1 |
| a21boi_0 | 26 |
| and3_1 | 1 |
| nor2b_1 | 1 |
| buf_6 | 4 |
| a22oi_1 | 128 |
| dfstp_2 | 1 |
| buf_4 | 256 |
| clkbuf_1 | 34 |
| and2_1 | 1 |
| or2_1 | 1 |
| a21boi_1 | 6 |
-- cells by family after synthesis --
logic type | Yosys count
compound gates | 203
buf+inv | 340
flops | 267
mux | 259
simple gates | 146
-- tightest hold or removal path: stages, from the launching register on --
cell	delay [ns]
dfrtp_1	0.36
nor2_1	0.06
o31ai_1	0.06
-- sequential cells by signal (all words and copies together) (netlist names), named ones only --
name	flops
read_out	256
state	5
-- worst min-delay path by stage --
stage / startpoint / end / slack, ns
4_1_cts: state[4] / state[0] / 0.52
5_1_grt: state[4] / state[0] / 0.54
6_report: state[4] / state[0] / 0.52
-- layer usage --
layer | wire length [um] | vias to the layer above
met1 | 40700 | 6191
met2 | 50100 | 656
met4 | 1310 | 12
met3 | 9750 | 103
met5 | 90 | -
li1 | - | 5522
-- stage by stage --
stage / power, uW / instance area, um2 / util, % / instances
floorplan: 5020 / 14100 / - / 1215
detailed placement: 9790 / 24500 / 17.3 / 3794
CTS: 11600 / 25500 / 18.0 / 3852
finish: 11300 / 25500 / 18.1 / 3860
global placement: 9800 / 24500 / 17.3 / 3794
global route: 12000 / 25500 / 18.1 / 3853
-- placed cells by master, fill, tap and decap left out, types with 4 or more instances in the layout --
master and count:
inv_1 8, diode_2 8, a21boi_1 6, clkbuf_1 11, clkdlybuf4s50_1 1002, a221o_1 30
mux2_2 259, dfrtp_4 4, o21ai_0 5, buf_12 4, clkbuf_8 5, dfrtp_1 262
buf_4 14, a21boi_0 26, a22oi_1 128, clkinv_2 4, nand2_1 131, nand2_4 4
clkbuf_16 31
-- power breakdown --
group          internal (uW)  switching [uW]
logic                   4170            2030
clock network           1030             716
registers               2430             921
-- layout make-up --
type                    instances  area, um2  share of cell area (%)
repair buffers               1020      10200                    40.0
flip-flops and latches        267       6700                    26.2
multi-input cells             608       5170                    20.2
well taps                    1890       2360                    9.26
clock buffers                  47        886                    3.47
clock inverters                11        156                   0.612
inverters                       9       37.5                   0.147
diodes                          8       20.0                  0.0784
Power is estimated from default activity; no workload was simulated.
